[./run.sh]
#!/bin/bash
# OpenROAD 26Q1-2900-gdf79404cd8, Yosys 0.63+post, stock flow scripts
make -C /OpenROAD-flow-scripts/flow DESIGN_CONFIG=/design/flow/config.mk WORK_HOME=/design/flow/orfs finish
[./config.mk]
export PLATFORM = sky130hd
export DESIGN_NAME = BranchUnit
export DESIGN_NICKNAME = BranchUnit
export VERILOG_FILES = /design/flow/design.v
export SDC_FILE = /design/flow/constraint.sdc
export NUM_CORES = 4
export LEC_CHECK = 1
export CORE_AREA = 10 10 94 94
export DIE_AREA = 0 0 104 104
[./constraint.sdc]
current_design BranchUnit

set clk_period 16.0
set clk_io_pct 0.2

create_clock -name clk0 -period $clk_period

set non_clock_inputs [all_inputs -no_clocks]
set_input_delay [expr $clk_period * $clk_io_pct] -clock clk0 $non_clock_inputs
set_output_delay [expr $clk_period * $clk_io_pct] -clock clk0 [all_outputs]
[./design.v]
package Pipe_Buf_Reg_PKG;
  typedef struct packed {
    logic [8:0]  Curr_Pc;
    logic [31:0] Curr_Instr;
  } if_id_reg;
  typedef struct packed {
    logic        ALUSrc;
    logic        MemtoReg;
    logic        RegWrite;
    logic        MemRead;
    logic        MemWrite;
    logic [1:0]  ALUOp;
    logic        Branch;
    logic        JalrSet;
    logic        RWSel;
    logic [8:0]  Curr_Pc;
    logic [31:0] RD_One;
    logic [31:0] RD_Two;
    logic [4:0]  RS_One;
    logic [4:0]  RS_Two;
    logic [4:0]  rd;
    logic [31:0] ImmG;
    logic [2:0]  func3;
    logic [6:0]  func7;
    logic [31:0] Curr_Instr;
  } id_ex_reg;
  typedef struct packed {
    logic        RegWrite;
    logic        MemtoReg;
    logic        MemRead;
    logic        MemWrite;
    logic        RWSel;
    logic [31:0] Pc_Imm;
    logic [31:0] Pc_Four;
    logic [31:0] Imm_Out;
    logic [31:0] Alu_Result;
    logic [31:0] RD_Two;
    logic [4:0]  rd;
    logic [2:0]  func3;
    logic [6:0]  func7;
    logic [31:0] Curr_Instr;
  } ex_mem_reg;
  typedef struct packed {
    logic        RegWrite;
    logic        MemtoReg;
    logic        RWSel;
    logic [31:0] Pc_Imm;
    logic [31:0] Pc_Four;
    logic [31:0] Imm_Out;
    logic [31:0] Alu_Result;
    logic [31:0] MemReadData;
    logic [4:0]  rd;
    logic [31:0] Curr_Instr;
  } mem_wb_reg;
endpackage
`timescale 1ns / 1ps
module BranchUnit #(
    parameter PC_W = 9
) (
    input logic [PC_W-1:0] Cur_PC,
    input logic [31:0] Imm,
    input logic [5-1:0] rs1,
    input logic Branch,
    input logic JalrSet,
    input logic RWSel,
    input logic [31:0] AluResult,
    output logic [31:0] PC_Imm,
    output logic [31:0] PC_Four,
    output logic [31:0] BrPC,
    output logic PcSel
);
  logic Branch_Sel;
  logic [31:0] PC_Full;
  assign PC_Full = {23'b0, Cur_PC};
  assign PC_Imm = (JalrSet) ? AluResult: PC_Full + Imm;  
  assign PC_Four = PC_Full + 32'b100;
  assign Branch_Sel = ((Branch && AluResult[0]) || RWSel);   
  assign BrPC = (Branch_Sel) ? PC_Imm : 32'b0;   
  assign PcSel = Branch_Sel;   
endmodule
==> flow_summary.ini <==
; implementation run metrics
[cells_and_area]
comb_area_um2 = 1678
flop-count = 0
nClkBuffers = 0
regArea_um2 = 0
fillerInstances = 701
drive_above_1_share_pct = 6.161
fin_area_um2 = 3369
area_delta_synth_final_pct = 80.50

[floorplan]
die_h_um = 104
core_um2 = 6832
initCoreUtil_pct = 27.33
io_pins = 178
chip_area_um2 = 10820
die_w_um = 104
num_rows = 30

[routing]
drt_iter0_markers = 102
drc = 0
routed_wl_um = 8188
antennaDiodeCount = 0
drt-pass1-iter-count = 4
viasPerCell = 4.639
wl_per_cell_um = 15.81
route.vias.total = 2403
ant_nets = 0

[placed_design]
gp_congestion = 0.8371
post_dp_cell_area_um2 = 3369
port_buffers = 151
pre_cts_slack_ns = 6.379
dp.final_hpwl_um = 6985

[yosys]
synthCells = 284
synthesis.area_um2 = 1867
synth_stat.cells = 284
yosysTopAreaCell = buf_4
syn_avg_cell_area_um2 = 6.573
topCellsByArea = buf_4 10%, a21oi_1 8.8%, a211oi_1 7.6%, ha_1 6.7%, xnor2_1 6.6%
yosysTopAreaCellShare_pct = 10.46
ys_seq_share_pct = 0
synth_cell_type_count = 49
synth_chip_area_um2 = 1867
yosysWarnings = 0

[global_route]
grtUsageTotal_pct = 13.97
antenna_found_initial = 0
grt-ovfl-total = 0
grt_pass1_vias = 2441
grt_pass1_wl_um = 12760
grt_max_degree = 42

[run_status]
status = finished clean

[setup_path]
cpMostUsedCell = clkdlybuf4s50_1
cp.required_ns = 12.80
worstSetupPathType = in -> out
slowest_stage = a221oi_1
start_kind = primary input
cp-end-kind = output port
cp.arrival_ns = 6.47
path_cells = clkdlybuf4s50_1, ha_1, fa_1, a21o_1, a221oi_1, nand3_2, nand4_1, mux2i_1, a21oi_1, clkdlybuf4s50_1
cp_slowest_stage_delay_ns = 0.57
path_max_fanout = 9

[sta]
fin_ws_ns = 6.330
fmax_mhz = 103.4
fin_crit_ns = 9.670
fin_crit_sh_pct = 60.44
rsz0062_at_grt = no
finalHoldViolCount = 0
setup-violations-final = 0
tightest_slew_ns = 0.6167
relSlewSlack_pct = 58.89
drv_slew = 0
setup_tns_ns = 0

[power]
vdd_drop_max_mv = 0.01401
p_leak_nw = 1.304
p_per_area_nw_per_um2 = 29.37
power.total_w = 0.00009897

[job]
tool_warnings = 37
drv_cap = 0

[min_path]
min_path_type = in -> out

[cts]
ctsHoldBuffers = 0
cts_resized = 0
cts_setup_buffers = 0
metrics by stage:
| step | util (%) | hold WS (ns) | cells |
|---|---|---|---|
| floorplan | - | 6.409 | 305 |
| global placement | 49.32 | 7.257 | 518 |
| detailed placement | 49.32 | 7.254 | 518 |
| CTS | 49.32 | 7.254 | 518 |
| global route | 49.32 | 7.277 | 518 |
| finish | 49.32 | 7.246 | 518 |
where the power goes:
part / switching (W) / total (W) / internal (W)
registers: 0 / 0 / 0
logic: 0.0000370 / 0.0000990 / 0.0000620
clock network: 0 / 0 / 0
cells in the mapped netlist (2+ instances only):
library cell  count
nand4_1           5
and2_1            8
xor2_1           13
mux2i_1           3
o21ai_0           9
and3_2            3
inv_1             8
a2111oi_2         2
mux2_2            5
nand2_1          29
nand3_1          15
clkbuf_1          9
a21o_1            2
and3_1            6
nor3_1            3
buf_1             2
nor2_1           23
nor2b_1           6
ha_1             10
a22oi_1           2
a211oi_1         19
nand2b_1          2
a21oi_1          33
nand3_2           2
o22ai_1           2
nor3b_1           2
xnor2_1          14
buf_4            26
layer usage:
metal,track usage (%),vias to the layer above,part of all wire (%)
met5,0,-,0
met4,0,0,0
met3,4.574,0,8.2
met2,24.64,89,49
met1,17.04,1046,43
li1,-,1268,-
cells in the final DEF, fill, tap and decap left out, drive strengths merged, types with 2 or more instances in the layout:
cell           Yosys  routed
clkdlybuf4s50      0     151
nand4              6       6
a22oi              2       2
nand2             29      29
ha                10      10
inv                8       8
a2111oi            4       4
a21oi             33      33
conb               1      22
mux2               5       5
nor3               4       4
nand2b             2       2
mux2i              3       3
nor2              23      23
nor2b              6       6
buf               29       4
a21o               2       2
nor3b              2       2
xor2              13      13
o21ai             10      10
nand3             17      17
o22ai              2       2
and2               9       9
and3               9       9
xnor2             14      14
a211oi            20      20
worst max-delay path: cells and delay by family:
kind	cells	cell delay (ns)
muxes	1	0.29
adders and majority gates	2	0.65
AOI/OAI and AO/OA	3	0.86
and+or+nand+nor	2	0.63
buffers and inverters	2	0.84
path summary, 6_finish.rpt:
path | startpoint | to | slack (ns) | depth (start not counted)
min | Cur_PC[0] | PC_Four[0] | 7.25 | 2
max | Cur_PC[0] | BrPC[28] | 6.33 | 10
layout make-up:
type                            instances  share of cell area, %
Tap cell                               96                  3.565
Timing Repair Buffer                  155                  45.75
Multi-Input combinational cell        259                  49.80
Inverter                                8                 0.8912
cell families (layout without fill, tap and decap cells):
| group | Yosys count | after routing | share of synthesized area (%) |
|---|---|---|---|
| AND-OR/OR-AND | 78 | 78 | 28.15 |
| XOR/XNOR | 27 | 27 | 12.67 |
| adder cells (fa/ha/maj) | 11 | 11 | 7.775 |
| buffers and inverters | 46 | 163 | 14.54 |
| multiplexers | 8 | 8 | 4.625 |
| other | 1 | 22 | 0.2009 |
| AND/OR/NAND/NOR | 113 | 113 | 32.04 |
Power is estimated from default activity; no workload was simulated.
