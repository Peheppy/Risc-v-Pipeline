==> flow/design.v <==
package Pipe_Buf_Reg_PKG;
  typedef struct packed {
    logic [8:0]  Curr_Pc;
    logic [31:0] Curr_Instr;
  } if_id_reg;
  typedef struct packed {
    logic        ALUSrc;
    logic        MemtoReg;
    logic        RegWrite;
    logic        MemRead;
    logic        MemWrite;
    logic [1:0]  ALUOp;
    logic        Branch;
    logic        JalrSet;
    logic        RWSel;
    logic [8:0]  Curr_Pc;
    logic [31:0] RD_One;
    logic [31:0] RD_Two;
    logic [4:0]  RS_One;
    logic [4:0]  RS_Two;
    logic [4:0]  rd;
    logic [31:0] ImmG;
    logic [2:0]  func3;
    logic [6:0]  func7;
    logic [31:0] Curr_Instr;
  } id_ex_reg;
  typedef struct packed {
    logic        RegWrite;
    logic        MemtoReg;
    logic        MemRead;
    logic        MemWrite;
    logic        RWSel;
    logic [31:0] Pc_Imm;
    logic [31:0] Pc_Four;
    logic [31:0] Imm_Out;
    logic [31:0] Alu_Result;
    logic [31:0] RD_Two;
    logic [4:0]  rd;
    logic [2:0]  func3;
    logic [6:0]  func7;
    logic [31:0] Curr_Instr;
  } ex_mem_reg;
  typedef struct packed {
    logic        RegWrite;
    logic        MemtoReg;
    logic        RWSel;
    logic [31:0] Pc_Imm;
    logic [31:0] Pc_Four;
    logic [31:0] Imm_Out;
    logic [31:0] Alu_Result;
    logic [31:0] MemReadData;
    logic [4:0]  rd;
    logic [31:0] Curr_Instr;
  } mem_wb_reg;
endpackage
`timescale 1ns / 1ps
module RegFile #(
    parameter DATA_WIDTH = 32,   
    parameter ADDRESS_WIDTH = 5,   
    parameter NUM_REGS = 32
) (
    input clk,   
    input rst,   
    input rg_wrt_en,   
    input  [ADDRESS_WIDTH-1:0] rg_wrt_dest,  
    input [ADDRESS_WIDTH-1:0] rg_rd_addr1,   
    input [ADDRESS_WIDTH-1:0] rg_rd_addr2,   
    input  [DATA_WIDTH-1:0] rg_wrt_data,  
    output logic [DATA_WIDTH-1:0] rg_rd_data1,   
    output logic [DATA_WIDTH-1:0] rg_rd_data2    
);
  integer i;
  logic [DATA_WIDTH-1:0] register_file[NUM_REGS-1:0];
  always @(negedge clk) begin
    if (rst == 1'b1) for (i = 0; i < NUM_REGS; i = i + 1) register_file[i] <= 0;
    else if (rst == 1'b0 && rg_wrt_en == 1'b1) begin
      register_file[rg_wrt_dest] <= rg_wrt_data;
    end
  end
  assign rg_rd_data1 = register_file[rg_rd_addr1];
  assign rg_rd_data2 = register_file[rg_rd_addr2];
endmodule
==> flow/run.sh <==
#!/bin/bash
# OpenROAD 26Q1-2900-gdf79404cd8, Yosys 0.63+post, stock flow scripts
make -C /OpenROAD-flow-scripts/flow DESIGN_CONFIG=/design/flow/config.mk WORK_HOME=/design/flow/orfs finish
==> flow/config.mk <==
export PLATFORM = sky130hd
export DESIGN_NAME = RegFile
export DESIGN_NICKNAME = RegFile
export VERILOG_FILES = /design/flow/design.v
export SDC_FILE = /design/flow/constraint.sdc
export NUM_CORES = 4
export LEC_CHECK = 1
export CORE_UTILIZATION = 50
==> flow/constraint.sdc <==
current_design RegFile

set clk_period 11.7
set clk_io_pct 0.2

create_clock -name clk0 -period $clk_period [get_ports {clk}]

set non_clock_inputs [all_inputs -no_clocks]
set_input_delay [expr $clk_period * $clk_io_pct] -clock clk0 $non_clock_inputs
set_output_delay [expr $clk_period * $clk_io_pct] -clock clk0 [all_outputs]
==> flow_summary.yaml <==
# synthesis and place-and-route metrics
run_status:
  outcome: "completed"
pwr:
  comb_power_share_pct: 10.3
  p_seq_share_pct: 41.6
  switchingPower_mw: 3.20
  switching_share_pct: 30.5
  finalPower_mw: 10.5
  p_int_mw: 7.30
  pwr_density_cell_nw_per_um2: 158
  vdd_drop_max_uv: 202
  clkPwrFrac_pct: 48.1
  p_leak_nw: 30.0
timing:
  setup_violations: 0
  hold_viol_final: 0
  rsz0062_at_grt: "no"
  tns_ps: 0
  slew_viol_final: 0
  relSlewSlack_pct: 43.5
  max_slew.worst_pin.slew_ps: 847
  timing.hold.ws_ps: 5830
setup_path:
  path_class: "flop to primary output"
  path_delay_family: "simple AND/OR/NAND/NOR gates"
  crit_required_ps: 9360
  arrival_ps: 8770
  cp-start-kind: "flop"
  max_stage_delay_ps: 590
  path_cells: "mux2i_1 -> a22o_1 -> nor3_1 -> a31oi_1 -> nand3_1 -> clkdlybuf4s50_1"
  cp_num_buf_inv: 1
  cp_slowest_cell: "nor3_1"
  worstPathMaxFanout: 2
  critPathCaptureType: "primary output"
global_route:
  grt_max_degree: 87
  grt_pass1_wl_mm: 281
  antenna_found_initial: 6
  grt_pass1_vias: 43973
  gr-total-overflow: 0
  grt_use_total_pct: 38.1
cts:
  ctsHtreeMaxLevel: 3
  cts_buffers: 117
  clock-sinks: 1024
  clockBufferDepth: 3
  root_buffer: "clkbuf_16"
  post-cts-setup-buffer-count: 0
  cts.clk_slew.worst_paths_ps: 30
  ctsResizeCount: 0
  cts_tree: "built"
  holdBufCountCts: 0
die:
  fp_util_pct: 50.6
  dieHeight_um: 337
  core_area_um2: 111000
  die_w_um: 337
  rows: 122
  num_io_pins: 114
  chipArea_um2: 114000
min_path:
  min_path_cells: 6
  hp-start: "rg_rd_addr1[1]"
  min_to: "rg_rd_data1[16]"
  hold_path_class: "primary input to primary output"
detailed_routing:
  wire_per_inst_um: 27.3
  drc: 0
  ant_nets: 0
  postRouteWirelength_mm: 197
  first_pass_iters: 7
  num_vias: 41708
  drt_iter0_markers: 2583
  vias_per_cell: 5.77
placed_design:
  port_buffers: 113
  place_congestion: 0.906
  dp_hpwl_mm: 112
  dp.cells: 5983
synth:
  ys_area_um2: 56200
  synth_area_um2: 56200
  ys.flops: 1024
  synth_warnings: 1
  synth_cells: 4641
  yosysCellCount: 4641
  ys_seq_share_pct: 54.7
  syn_area_per_cell_um2: 12.1
  synth_cell_types: 31
final_layout:
  regMostFlops: "register_file"
  drive_above_1_share_pct: 8.09
  syn2layout_area_growth_pct: 18.6
  fin_cells: 7229
  reg_top3: "register_file: 1024 flops"
  largest_register_ffs: 1024
flow_run:
  warnings: 1027
  max_cap_violations: 0
synthesized netlist by cell type:
cell type  number  area (um2)
a21oi_1       192         961
a22o_1        128        1120
a22oi_1       192        1440
a31oi_1        64         400
and2_1       1026        6420
buf_1          25        93.8
buf_2          53         265
buf_4          83         623
buf_6          18         203
clkbuf_1      247         927
clkbuf_2       21         105
clkbuf_4        1        7.51
edfxtp_1     1024       30700
inv_1           1        3.75
mux2i_1      1024       10200
nand2_1       196         736
nand2b_1        5        31.3
nand3_1       193         966
nand3_2         1        10.0
nand3b_1        3        22.5
nand3b_2        1        11.3
nor2_1         15        56.3
nor2_2         13        81.3
nor2_4          6        67.6
nor2_8          2        40.0
nor2b_1         5        31.3
nor3_1         64         320
or2_2          34         213
or3_1           1        6.26
or3_4           1        11.3
or3b_4          2        22.5
logic make-up (layout without fill, tap and decap cells):
logic type | Yosys count | after routing | synth area share, %
buffers and inverters | 449 | 1544 | 3.97
other | 0 | 5 | 0
DFF | 1024 | 1024 | 54.7
AOI/OAI and AO/OA | 576 | 576 | 6.98
and+or+nand+nor | 1568 | 1568 | 16.1
muxes | 1024 | 1024 | 18.2
worst max path at each step:
stage | from | end | slack [ps] | depth (start not counted)
4_1_cts | register_file[0][27] | rg_rd_data2[27] | 590 | 6
5_1_grt | register_file[0][27] | rg_rd_data2[27] | 590 | 6
6_report | register_file[2][27] | rg_rd_data1[27] | 590 | 6
stage by stage:
stage / setup slack, ps / util, % / instance area [um2]
after detailed placement: 557 / 53.1 / 59000
after global routing: 588 / 60.1 / 66700
after CTS: 593 / 60.1 / 66700
after global placement: 565 / 53.1 / 59000
final: 594 / 60.1 / 66700
after floorplan: 1840 / - / 56200
per-layer routing:
metal / up-vias / part of all wire, % / track usage (%) / wire length [um]
met1: 20052 / 36 / 47.7 / 71500
met2: 2179 / 46 / 54.0 / 91300
met5: - / 0.17 / 2.30 / 331
met4: 11 / 4.7 / 19.3 / 9350
li1: 18997 / - / - / -
met3: 469 / 13 / 22.0 / 24900
area by class of cell:
| cell class | count | area, um2 |
|---|---|---|
| Multi-Input combinational cell | 3168 | 23400 |
| Antenna cell | 5 | 12.5 |
| Clock inverter | 1121 | 4660 |
| Fill cell | 8886 | 44300 |
| Tap cell | 1488 | 1860 |
| Timing Repair Buffer | 302 | 2920 |
| Sequential cell | 1024 | 30700 |
| Clock buffer | 121 | 3030 |
power by group through the flow:
| stage | combinational [mW] | sequential (mW) | clock (mW) |
|---|---|---|---|
| after CTS | 1.07 | 4.37 | 5.20 |
| after global routing | 1.13 | 4.39 | 5.59 |
| final | 1.08 | 4.37 | 5.05 |
layout by cell type, fill, tap and decap left out, types with 3 or more instances in the layout:
cell                n
diode_2             5
buf_4             160
nand2b_2            4
nand2_1           194
a22o_1            128
inv_4               8
nand3_1           193
a31oi_1            64
and2_1           1024
mux2i_1          1024
clkinvlp_2         42
or2_2              34
a22oi_1           192
nor2b_4             4
clkdlybuf4s50_1   111
bufinv_16          14
a21oi_1           192
buf_12             29
clkbuf_16         121
nand3b_1            3
nor3_1             64
nor2_4             32
inv_1            1054
edfxtp_1         1024
Power is estimated from default activity; no workload was simulated.
