`./config.mk`:
```
export PLATFORM = sky130hd
export DESIGN_NAME = alu
export DESIGN_NICKNAME = alu
export VERILOG_FILES = /design/flow/design.v
export SDC_FILE = /design/flow/constraint.sdc
export NUM_CORES = 4
export LEC_CHECK = 1
export CORE_UTILIZATION = 40
```
`./constraint.sdc`:
```
current_design alu

set clk_period 29.2
set clk_io_pct 0.2

create_clock -name clk0 -period $clk_period

set non_clock_inputs [all_inputs -no_clocks]
set_input_delay [expr $clk_period * $clk_io_pct] -clock clk0 $non_clock_inputs
set_output_delay [expr $clk_period * $clk_io_pct] -clock clk0 [all_outputs]
```
`./design.v`:
```
package Pipe_Buf_Reg_PKG;
  typedef struct packed {
    logic [8:0]  Curr_Pc;
    logic [31:0] Curr_Instr;
  } if_id_reg;
  typedef struct packed {
    logic        ALUSrc;
    logic        MemtoReg;
    logic        RegWrite;
    logic        MemRead;
    logic        MemWrite;
    logic [1:0]  ALUOp;
    logic        Branch;
    logic        JalrSet;
    logic        RWSel;
    logic [8:0]  Curr_Pc;
    logic [31:0] RD_One;
    logic [31:0] RD_Two;
    logic [4:0]  RS_One;
    logic [4:0]  RS_Two;
    logic [4:0]  rd;
    logic [31:0] ImmG;
    logic [2:0]  func3;
    logic [6:0]  func7;
    logic [31:0] Curr_Instr;
  } id_ex_reg;
  typedef struct packed {
    logic        RegWrite;
    logic        MemtoReg;
    logic        MemRead;
    logic        MemWrite;
    logic        RWSel;
    logic [31:0] Pc_Imm;
    logic [31:0] Pc_Four;
    logic [31:0] Imm_Out;
    logic [31:0] Alu_Result;
    logic [31:0] RD_Two;
    logic [4:0]  rd;
    logic [2:0]  func3;
    logic [6:0]  func7;
    logic [31:0] Curr_Instr;
  } ex_mem_reg;
  typedef struct packed {
    logic        RegWrite;
    logic        MemtoReg;
    logic        RWSel;
    logic [31:0] Pc_Imm;
    logic [31:0] Pc_Four;
    logic [31:0] Imm_Out;
    logic [31:0] Alu_Result;
    logic [31:0] MemReadData;
    logic [4:0]  rd;
    logic [31:0] Curr_Instr;
  } mem_wb_reg;
endpackage
`timescale 1ns / 1ps
module alu#(
        parameter DATA_WIDTH = 32,
        parameter OPCODE_LENGTH = 4
        )
        (
        input logic [DATA_WIDTH-1:0]    SrcA,
        input logic [DATA_WIDTH-1:0]    SrcB,
        input logic [OPCODE_LENGTH-1:0]    Operation,
        output logic[DATA_WIDTH-1:0] ALUResult
        );
        always_comb
        begin
            case(Operation)
            4'b0000:         
                    ALUResult = SrcA & SrcB;
            4'b0001:         
                    ALUResult = SrcA | SrcB;
            4'b1001:         
                    ALUResult = SrcA ^ SrcB;
            4'b0010:         
                    ALUResult = $signed(SrcA) + $signed(SrcB);
            4'b0110:         
                    ALUResult = SrcA - SrcB;
            4'b1000:         
                    ALUResult = (SrcA == SrcB) ? 1 : 0;
            4'b1110:         
                    ALUResult = (SrcA != SrcB) ? 1 : 0;
            4'b1010:         
		    ALUResult = (SrcA >= SrcB) ? 1 : 0;
            4'b1100:         
                    ALUResult = (SrcA < SrcB) ? 1 : 0;
	    4'b0100:         
		    ALUResult = SrcA << SrcB;
            4'b0101:         
		    ALUResult = SrcA >> SrcB;
            4'b0111:         
		    ALUResult = $signed(SrcA) >>> SrcB[5-1:0];  
            default:
                    ALUResult = 0;
            endcase
        end
endmodule
```
`./run.sh`:
```
#!/bin/bash
# OpenROAD 26Q1-2900-gdf79404cd8, Yosys 0.63+post, stock flow scripts
make -C /OpenROAD-flow-scripts/flow DESIGN_CONFIG=/design/flow/config.mk WORK_HOME=/design/flow/orfs finish
```
==> flow_metrics.env <==
# implementation run metrics
export IMPL_grt_antenna_before_repair=0
export IMPL_syn_to_final_growth_pct=10.8
export IMPL_post_cts_setup_buffers=0
export IMPL_grt_setup_unrepaired="no"
export IMPL_synth_dominant_cell_count="nor2_1"
export IMPL_antenna_cells=0
export IMPL_syn_inst=1349
export IMPL_busiest_layer="met2"
export IMPL_synth_warning_count=1
export IMPL_power_mw=0.199
export IMPL_firstDrtPassIters=6
export IMPL_viasPerCell=6.87
export IMPL_grt_max_degree=71
export IMPL_ir_drop_v=0.0000212
export IMPL_ctsHoldBuffers=0
export IMPL_hp_class="in2out"
export IMPL_die_w_um=155
export IMPL_seq_area_sq_um=0
export IMPL_critPathMaxFanout=27
export IMPL_max_freq_mhz=62.5
export IMPL_ys_chip_area_sq_mm=0.00939
export IMPL_grt_pass1_wl_um=71300
export IMPL_cp_end_kind="output pin"
export IMPL_setup_viol=0
export IMPL_required_ns=23.36
export IMPL_tns_ns=0
export IMPL_top_area_cell="ha_1"
export IMPL_cellLeakagePower_nw=4.13
export IMPL_num_vias=11500
export IMPL_powerDensity_mw_per_mm2=19.1
export IMPL_wl_per_cell_um=28.9
export IMPL_worst_pin_slew_ns=0.813
export IMPL_coreArea_sq_mm=0.0228
export IMPL_initCoreUtil_pct=41.1
export IMPL_maxCapViolations=0
export IMPL_arrival_ns=10.16
export IMPL_instances_no_fill=1680
export IMPL_fill_cells=2408
export IMPL_netlist_top_cells_count="nor2_1 (150), nand2_1 (119), a21oi_1 (113)"
export IMPL_drc_errors=0
export IMPL_synth_distinct_cells=93
export IMPL_wirelength_um=48500
export IMPL_start_kind="input port"
export IMPL_finalHoldViolCount=0
export IMPL_top_area_share_pct=12.9
export IMPL_clkbuf_count=0
export IMPL_ff_count=0
export IMPL_warning_count=97
export IMPL_dp_hpwl_um=37800
export IMPL_dpl_cell_count=1680
export IMPL_avgSynthCellArea_sq_um=6.96
export IMPL_area_leaders="ha_1 (13%), mux4_2 (12%), a21oi_1 (6.0%)"
export IMPL_grtUsageMet2_pct=64.7
export IMPL_grt_use_met3_pct=7.09
export IMPL_pin_count=100
export IMPL_chip_area_sq_mm=0.0241
export IMPL_slew_violations=0
export IMPL_ant_nets=0
export IMPL_yosys_cells=1349
export IMPL_place_gp_congestion=1.05
export IMPL_grt_pass1_vias=10500
export IMPL_min_period_ns=16.00
export IMPL_use_met1_pct=57.3
export IMPL_synth_seq_share_pct=0
export IMPL_drt_first_iter_violations=1368
export IMPL_drive_gt1_share_pct=9.88
export IMPL_fin_crit_sh_pct=54.8
export IMPL_syn_cell_area_sq_mm=0.00939
export IMPL_status="finished clean"
export IMPL_relSlewSlack_pct=45.7
export IMPL_overflow=0
export IMPL_fp_row_count=55
export IMPL_cts_resized=0
export IMPL_io_buffers=100
export IMPL_path_class="in2out"
export IMPL_grt_total_usage_pct=41.0
export IMPL_fp_dieH_um=155
## through the flow
step	utilization (%)	cell area [sq um]	setup slack, ns	hold slack (ns)
2_1_floorplan	-	9390	14.05	11.93
3_3_place_gp	45.6	10400	13.32	12.63
3_5_place_dp	45.6	10400	13.29	12.60
4_1_cts	45.6	10400	13.29	12.61
5_1_grt	45.6	10400	12.98	12.67
6_report	45.6	10400	13.20	12.65
## cell usage in the layout, fill, tap and decap left out, types with 5 or more instances in the layout
cell type        instances
o221ai_1                16
inv_1                   86
o221a_2                  6
nand4_1                 11
o22ai_1                 27
nor3_1                  32
and2_1                  11
clkinv_1                 6
nand3_1                 31
o21a_1                  10
a22oi_1                 16
ha_1                    97
a211oi_1                26
nor4_1                  10
a21oi_1                113
nor2b_1                  9
nor2_1                 150
o211ai_1                15
a211o_1                  6
a21o_1                  17
a2111oi_0                5
a221oi_1                31
mux2i_1                 49
or3_1                   11
clkdlybuf4s50_1         95
nand2_1                119
and3_1                   9
nand2b_1                13
o21bai_1                12
o32ai_1                  5
o2111ai_1                7
a31oi_1                 13
o31ai_1                  8
o21ai_0                104
mux4_2                  51
buf_4                   30
a221o_1                 13
mux2_2                  12
## power breakdown
| group | switching (mW) | internal [mW] |
|---|---|---|
| Clock | 0 | 0 |
| Sequential | 0 | 0 |
| Combinational | 0.121 | 0.0779 |
## cell type report
class | instances | area (sq um) | area share, %
Inverter | 93 | 349 | 3.35
Multi-Input combinational cell | 1145 | 8470 | 81.4
Tap cell | 313 | 392 | 3.76
Timing Repair Buffer | 129 | 1200 | 11.5
## path summary, 6_finish.rpt
path                  depth (start not counted)       endpoint     from  slack (ns)
worst max-delay path                         14  ALUResult[27]  SrcB[5]       13.20
worst min-delay path                          3   ALUResult[2]  SrcB[4]       12.65
## worst max-delay path: stages
cell and delay (ns):
clkdlybuf4s50_1 0.45, buf_4 0.31, clkinv_1 0.42, ha_1 0.47
inv_1 0.19, o31a_1 0.18, a211oi_1 0.05, nor3_1 0.61
o31a_1 0.43, o21a_1 0.32, a41o_1 0.20, nor3_1 0.05
a22oi_1 0.15, clkdlybuf4s50_1 0.48
## cells by family (layout without fill, tap and decap cells)
group	after synthesis	in the layout	share of synthesized area [%]
compound gates	497	497	36.1
mux	112	112	18.9
xor+xnor	6	6	0.560
simple gates	431	431	21.2
buf+inv	204	222	9.91
fa+ha+maj	99	99	13.4
## per-layer routing
layer,share of wire (%),routed length [um]
met5,0,0
met4,4.3,2070
met3,9.5,4630
met2,45,21900
met1,41,20000
Power is estimated from default activity; no workload was simulated.
